[run.sh]
#!/bin/bash
# OpenROAD 26Q1-2900-gdf79404cd8, Yosys 0.63+post, stock flow scripts
make -C /OpenROAD-flow-scripts/flow DESIGN_CONFIG=/design/flow/config.mk WORK_HOME=/design/flow/orfs finish
[config.mk]
export PLATFORM = sky130hd
export DESIGN_NAME = uart_tx
export DESIGN_NICKNAME = uart_tx
export VERILOG_FILES = /design/flow/design.v
export SDC_FILE = /design/flow/constraint.sdc
export NUM_CORES = 4
export LEC_CHECK = 1
export CORE_AREA = 10 10 111 111
export DIE_AREA = 0 0 121 121
[constraint.sdc]
current_design uart_tx

set clk_period 3.6
set clk_io_pct 0.2

create_clock -name clk0 -period $clk_period [get_ports {clk}]

set non_clock_inputs [all_inputs -no_clocks]
set_input_delay [expr $clk_period * $clk_io_pct] -clock clk0 $non_clock_inputs
set_output_delay [expr $clk_period * $clk_io_pct] -clock clk0 [all_outputs]
[design.v]
module uart_tx
    #(
        parameter N_BITS = 8,      
        parameter SB_TICK = 16  
    )
    (
    input wire clk,
    input wire reset,
    input wire tx_start,
    input wire s_tick,
    input wire [N_BITS - 1 : 0] din,
    output reg tx_done_tick,
    output wire tx 
    );
    localparam [2 : 0] idle    = 3'b000;
    localparam [2 : 0] start   = 3'b001;
    localparam [2 : 0] data    = 3'b010;
    localparam [2 : 0] parity  = 3'b011;
    localparam [2 : 0] stop    = 3'b100;
    reg [2 : 0] state_reg;
    reg [2 : 0] state_next; 
    reg [3 : 0] s_reg;
    reg [3 : 0] s_next; 
    reg [2 : 0] n_reg; 
    reg [2 : 0] n_next; 
    reg [N_BITS - 1 : 0] b_reg; 
    reg [N_BITS - 1 : 0] b_next;
    reg tx_reg;
    reg tx_next;
    reg paridad;
    always @(posedge clk)begin
        if (reset)
            begin
                state_reg <= idle;
                s_reg <= 0;
                n_reg <= 0;
                b_reg <= 0;
                tx_reg <= 1'b1;
            end        
        else
            begin
                state_reg <= state_next;
                s_reg <= s_next;
                n_reg <= n_next;
                b_reg <= b_next;
                tx_reg <= tx_next;
            end
    end
    always @(*) begin
        state_next = state_reg;
        tx_done_tick = 1'b0;
        s_next = s_reg;
        n_next = n_reg;
        b_next = b_reg;
        tx_next = tx_reg;
        case (state_reg)
            idle:
                begin
                    tx_next = 1'b1;
                    if (tx_start) 
                        begin
                            state_next = start;
                            s_next = 0;
                            b_next = din;
                        end    
                end 
            start:
                begin
                    tx_next = 1'b0;
                    if (s_tick) 
                        begin
                            if (s_reg == (SB_TICK - 1)) 
                                begin 
                                state_next = data; 
                                s_next = 0; 
                                n_next = 0; 
                                end 
                            else 
                                s_next = s_reg + 1;     
                        end
                end
            data:
                begin
                    tx_next = b_reg[0];
                    if (s_tick)
                        begin
                            if (s_reg == (SB_TICK - 1))
                                begin
                                    s_next = 0;
                                    b_next = b_reg >> 1;
                                    if (n_reg == (N_BITS - 1)) 
                                        begin
                                        paridad = (^din);
                                        state_next = parity;
                                        n_next = 0;
                                        end
                                    else
                                        n_next = n_reg + 1;
                                end
                            else   
                                s_next = s_reg + 1;
                        end
                end
            parity:
                begin
                    tx_next = paridad;
                    if (s_tick)
                        begin
                            if (s_reg == (SB_TICK - 1))
                                begin
                                    state_next = stop; 
                                    s_next = 0;  
                                end
                            else
                                s_next = s_reg + 1;
                        end
                end
            stop:
                begin
                    tx_next = 1'b1;
                    if (s_tick)
                        begin
                            if (s_reg == (SB_TICK - 1))
                                begin
                                    state_next = idle;
                                    tx_done_tick = 1'b1;
                                end
                            else
                                s_next = s_reg + 1;
                        end
                end
        endcase
    end
    assign tx = tx_reg; 
    endmodule 
==> impl_metrics.json <==
{
  "cts_resized": 0,
  "yosysTopAreaCellShare": 0.392,
  "ys_seq_elements": 22,
  "cts_setup_buffers": 0,
  "maxSlewViolCount": 0,
  "fp-row-count": 36,
  "die_width_um": 121,
  "avgRoutedWirePerCell_um": 8.99,
  "io_buffers": 13,
  "async_flop_share": 0,
  "synthDistinctLibCells": 34,
  "drive_above_1_share": 0.0538,
  "logic_area_sq_um": 601,
  "cts_buffers": 3,
  "core-area_sq_mm": 0.00986,
  "detail-route-antenna-nets": 0,
  "gp_congestion": 0.798,
  "via_count": 857,
  "cp-end-kind": "output pin",
  "largest_reg_flops": 8,
  "placement.cell_area_sq_mm": 0.00134,
  "ioPinCount": 14,
  "switchingPower_w": 0.000121,
  "warnings": 25,
  "clk_path_buf_depth": 2,
  "p_sw_frac": 0.250,
  "grt_max_degree": 19,
  "grt_first_pass_wirelength_mm": 4.03,
  "drt_first_pass_iters": 4,
  "met1_length_mm": 1.27,
  "syn_to_final_growth_pct": 29.6,
  "p_leak_nw": 0.451,
  "cts_hold_buf": 0,
  "min_path_type": "reg -> reg",
  "crit_required_ps": 2880,
  "max_freq_mhz": 337,
  "htree_levels": 1,
  "syn_inst": 119,
  "post-route-drc-count": 0,
  "topCellsByArea": "dfxtp_1 39%, mux2i_1 7.5%, a211oi_1 5.6%",
  "period_used_share": 0.823,
  "cp.arrival_ps": 2240,
  "fin_crit_ps": 2960,
  "holdPathStages": 2,
  "initialDrtViolationCount": 106,
  "hold_violations": 0,
  "setup_violations": 0,
  "register_area_sq_um": 435,
  "grt_pass1_vias": 800,
  "cts_root_buf": "clkbuf_8",
  "wl_met3_um": 197,
  "edf_count": 0,
  "cts_tree": "done",
  "p_comb_frac": 0.150,
  "viasPerCell": 3.26,
  "worst-slew-pin-transition_ps": 707,
  "rsz0062_at_grt": "false",
  "finalInstanceArea_sq_mm": 0.00139,
  "final_layout_top_logic_cell": "dfxtp_1",
  "unclocked_pins": 1,
  "dp.cells": 259,
  "avgSynthCellArea_sq_um": 9.01,
  "globalRouteOverflowTotal": 0,
  "synth_area_sq_mm": 0.00107,
  "fp_util": 0.109,
  "worst-path-max-fanout": 7,
  "critPathKind": "in -> out",
  "finalSetupTns_ps": 0,
  "grtUsageTotal": 0.0334,
  "path_clk_slew_ps": 70,
  "lay_top_cells": "21 x dfxtp_1, 15 x nor2_1, 13 x clkdlybuf4s50_1",
  "yosysTopAreaCell": "dfxtp_1",
  "start_kind": "input pin",
  "dp_hpwl_mm": 1.82,
  "clock_latency_ps": 260,
  "finalNonFillerCells": 263,
  "rrSetupSlack_ps": 1360,
  "p_per_area_mw_per_mm2": 349,
  "p_clk_frac": 0.316,
  "fin_skew_ps": 3.65,
  "p_seq_frac": 0.534,
  "synthFlopType": "dfxtp_1",
  "num_antenna_cells": 0,
  "internal_power_w": 0.000364,
  "yosys_cells": 119,
  "drt_wl_total_mm": 2.37,
  "status": "finished, final reports clean",
  "antenna_found_initial": 0,
  "total_power_w": 0.000485,
  "ys.warnings.count": 1,
  "die-area_sq_mm": 0.0146,
  "top_layer_used": "met4",
  "untimed_endpoints": 1,
  "dr_wl_met2_um": 883,
  "worstRegToRegCells": 4,
  "die_h_um": 121,
  "slew_headroom": 0.527,
  "finish.utilization": 0.141,
  "fill_cells": 1096,
  "maxCapViolations": 0,
  "ys_chip_area_sq_mm": 0.00107,
  "peakVddDrop_uv": 138
}
[cells by family (layout without fill, tap and decap cells)]
group	Yosys count	count (layout)	synth area share
buffers and inverters	8	19	0.0338
XOR/XNOR	7	7	0.0572
adder cells (fa/ha/maj)	3	3	0.0350
multiplexers	9	9	0.0957
AND/OR/NAND/NOR	40	40	0.186
AND-OR/OR-AND	30	30	0.187
flip-flops	21	21	0.392
latches	1	1	0.0140
[power by group through the flow]
stage / registers, W / clock network [W] / logic [W]
4_1_cts: 0.000259 / 0.000162 / 0.0000735
5_1_grt: 0.000261 / 0.000171 / 0.0000815
6_report: 0.000259 / 0.000153 / 0.0000729
[path summary, 6_finish.rpt]
check / to / startpoint
worst max-delay path: tx_done_tick / s_tick
worst min-delay path: b_reg[7]$_SDFFE_PP0P_ / b_reg[7]$_SDFFE_PP0P_
worst max register to register: s_reg[3]$_SDFFE_PP0P_ / state_reg[2]$_DFF_P_
worst min register to register: b_reg[7]$_SDFFE_PP0P_ / b_reg[7]$_SDFFE_PP0P_
[worst max-delay path, stage by stage]
cell and delay, ps:
clkdlybuf4s50_1 560, and4_1 330, and2_1 170, clkdlybuf4s50_1 460
[cell type report]
cell class,count,area share
Multi-Input combinational cell,89,0.432
Sequential cell,22,0.313
Tap cell,133,0.120
Timing Repair Buffer,14,0.0990
Clock buffer,3,0.0297
Clock inverter,1,0.00360
Inverter,1,0.00270
[metrics by stage]
stage	hold WS, ps	setup slack [ps]
floorplan	446	1680
global placement	461	649
detailed placement	473	637
CTS	485	633
global route	530	519
finish	486	635
[routing by layer]
| layer | track usage | vias to the layer above |
|---|---|---|
| met1 | 0.0506 | 382 |
| met4 | 0.00226 | 0 |
| met5 | 0 | - |
| met2 | 0.0432 | 23 |
| li1 | - | 450 |
| met3 | 0.0156 | 2 |
[cells in the mapped netlist, types with 2 or more instances]
library cell / n
or4_1: 2
and2_1: 3
dfxtp_1: 21
a211oi_1: 8
a22oi_1: 5
nor2_1: 15
ha_1: 3
a21oi_1: 7
nand2_1: 7
nor3_1: 3
clkbuf_1: 4
or3_1: 2
o31ai_1: 2
o21ai_1: 5
xnor2_1: 6
mux2i_1: 8
