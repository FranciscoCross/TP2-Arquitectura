$ cat flow/config.mk
export PLATFORM = sky130hd
export DESIGN_NAME = uart_interface
export DESIGN_NICKNAME = uart_interface
export VERILOG_FILES = /design/flow/design.v
export SDC_FILE = /design/flow/constraint.sdc
export NUM_CORES = 4
export LEC_CHECK = 1
export CORE_AREA = 10 10 107 107
export DIE_AREA = 0 0 117 117
$ cat flow/constraint.sdc
current_design uart_interface

set clk_period 1.2
set clk_io_pct 0.2

create_clock -name clk0 -period $clk_period [get_ports {clk}]

set non_clock_inputs [all_inputs -no_clocks]
set_input_delay [expr $clk_period * $clk_io_pct] -clock clk0 $non_clock_inputs
set_output_delay [expr $clk_period * $clk_io_pct] -clock clk0 [all_outputs]
$ cat flow/design.v
module uart_interface
#(
    parameter  N_BITS         = 8
)
(
    input wire                   clk,
    input wire                   reset,
    input wire  [N_BITS-1 : 0]  i_dato_Recv,
    input wire                   i_dato_Recv_valid,
    output wire                  o_tx_start,
    output wire [N_BITS-1 : 0]  o_A,
    output wire [N_BITS-1 : 0]  o_B,
    output wire [N_BITS-1 : 0]  o_OP
    );
    localparam  [1 : 0] DATO_A  = 2'b00;
    localparam  [1 : 0] DATO_B  = 2'b01;
    localparam  [1 : 0] DATO_OP = 2'b10;
    reg [1 : 0]         state_reg;
    reg [1 : 0]         state_reg_next;
    reg [N_BITS-1 : 0] A;
    reg [N_BITS-1 : 0] B;    
    reg [N_BITS-1 : 0] OP;
    reg rec_A;
    reg rec_B;
    reg rec_OP;
    reg tx_start;
    reg tx_start_next;  
    always @(posedge clk)
    begin
        if(reset)
            begin
                state_reg   <=  rec_A;
            end
        else
            begin
                state_reg   <=  state_reg_next;
            end
    end
    always @(posedge clk)
    begin
        if(reset)
            A  <=  {N_BITS{1'b0}};
        else if(rec_A)
            A <=   i_dato_Recv;
    end
    always @(posedge clk)
    begin
        if(reset)
            B  <=  {N_BITS{1'b0}};
        else if(rec_B)
            B <=  i_dato_Recv;
    end
    always @(posedge clk)
    begin
        if(reset)
            OP  <= {N_BITS{1'b0}};
        else if(rec_OP)
            OP <=   i_dato_Recv[N_BITS-1 : 0];
    end
    always @(posedge clk)
    begin
        if(reset)
            tx_start    <= 1'b0;
        else 
            tx_start    <= tx_start_next;
    end
    always @(*)
    begin
        state_reg_next  = state_reg;
        rec_A           =   1'b0;
        rec_B           =   1'b0;
        rec_OP          =   1'b0;
        tx_start_next   =   1'b0;
        case (state_reg)
            DATO_A:
                begin
                    if  (i_dato_Recv_valid)
                        begin
                            state_reg_next  = DATO_B;
                            rec_A = 1'b1;            
                        end
                end
            DATO_B:
                begin
                    if  (i_dato_Recv_valid)
                        begin
                            state_reg_next  = DATO_OP;
                            rec_B = 1'b1;            
                        end
                end
            DATO_OP:
                begin
                    if  (i_dato_Recv_valid)
                        begin
                            state_reg_next = DATO_A;
                            rec_OP         = 1'b1;   
                            tx_start_next  = 1'b1;   
                        end
                end
            default:
                begin
                    state_reg_next      =  DATO_A;
                end
        endcase
    end
assign  o_A        = A;
assign  o_B        = B;
assign  o_OP       = OP;
assign  o_tx_start = tx_start;    
endmodule
$ cat flow/run.sh
#!/bin/bash
# OpenROAD 26Q1-2900-gdf79404cd8, Yosys 0.63+post, stock flow scripts
make -C /OpenROAD-flow-scripts/flow DESIGN_CONFIG=/design/flow/config.mk WORK_HOME=/design/flow/orfs finish
==> Changelog: implementation <==
## Implementation

- Status: finished, final reports clean
- Crit path DRT: 1.41 ns
- Comb gate area: 514 µm²
- CTS buffer count: 3
- Initial Util: 0.122
- Worst path max stage delay: 0.59 ns
- DRC Markers: 0
- Ys cells: 102
- Initial antenna violation count: 0
- Cells after Synth: 102
- Cycle use final: 0.942
- Most common logic cell in the routed design: nand2b_1
- OpenROAD warnings: 25
- Worst setup EP type: flop
- Slowest CP cell: clkdlybuf4s50_1
- Tally of filler cells in the layout: 1003
- Final wirelength: 2980 µm
- Worst min path class: reg -> reg
- Largest registers: A (8), B (8), OP (8)
- Placed Area: 1620 µm²
- Relative slew slack: 0.797
- Layout Skew: 0.00524 ns
- Slew @ Worst Pin: 0.304 ns
- Largest net degree at the start of global routing: 38
- Crit-path max FO: 8
- Comb pwr share: 0.124
- Root Buffer: clkbuf_8
- Leakage: 0.831 nW
- Registers, synthesis: 28
- I/O pin count: 36
- Global-route wire length before repair: 4730 µm
- Grt total ovfl: 0
- Max Freq: 884 MHz
- Synthesized area: 1120 µm²
- Max-cap violations: 0
- Syn. warnings: 1
- Mean post-synth cell area: 11.0 µm²
- Number of global-route vias before repair: 841
- Max-slew violation count: 0
- Internal power: 1.58 mW
- RSZ-0062 raised after global routing: false
- Die Y: 117 µm
- DP HPWL: 2230 µm
- Via count: 799
- Count of cell types in the netlist: 15
- Gpl congestion: 0.725
- Register clock-pin slew on the reported worst setup and hold paths: 0.10 ns
- Max Buffers Root-to-Sink: 2
- CTS tree: done
- DR iter-0 viols: 24
- P_sw: 425 µW
- WL/cell: 11.7 µm
- Final hold violation count: 0
- Fin area: 1730 µm²
- Top cells excl fill/tap: 32 x nand2b_1, 25 x mux2i_1, 25 x dlygate4sd2_1
- 1st-pass router iterations: 3
- Final worst path period need: 1.13 ns
- H-tree Lvls: 1
- Core Util, Final: 0.188
- Row cnt: 35
- CP Buf/Inv Count: 1
- Vias/cell: 3.13
- Sw Share: 0.212
- Sequential share of power: 0.501
- Total track usage: 0.0439
- Latency at later pin: 0.28 ns
- Clock power share: 0.375
- Yosys Chip Area: 1120 µm²
- Post-route ant nets: 0
- VDD IR max: 386 µV
- Core area: 9200 µm²
- Startpoint types: primary input
- Area grow syn2layout: 54.2%
- Delay-heaviest family, CP: buffers and inverters
- Sequential share of the synthesized area: 0.500
- Fraction of final layout cells sized beyond drive strength 1: 0.278
- Die width: 117 µm
- Final setup viols: 0
- Area occupied by registers: 589 µm²
- Port Buf Inserts: 35
- Pwr/cell area: 1160 nW/µm²
- CP Cell Sequence: clkdlybuf4s50_1, and2_4, mux2i_1
- # diodes: 0
- DIE AREA: 13700 µm²
- CP arrival: 1.34 ns
- WS Path Type: in -> reg
- # clock sinks: 28
## worst register-to-register path, delay by kind of cell, from the launching register on
family           cells  cell delay [ns]
DFF                  1             0.40
and+or+nand+nor      1             0.28
muxes                1             0.21
## Yosys cell counts
| cell type | n | area, µm² |
|---|---|---|
| nand3_1 | 1 | 5.00 |
| nand2b_1 | 32 | 200 |
| nand2_2 | 2 | 12.5 |
| nor2_1 | 2 | 7.51 |
| clkbuf_2 | 1 | 5.00 |
| nand2b_4 | 1 | 13.8 |
| o21ai_0 | 1 | 5.00 |
| nand2_1 | 1 | 3.75 |
| o31ai_1 | 1 | 7.51 |
| mux2i_1 | 25 | 250 |
| buf_2 | 3 | 15.0 |
| inv_1 | 1 | 3.75 |
| buf_6 | 2 | 22.5 |
| and2_4 | 1 | 8.76 |
| dfxtp_1 | 28 | 561 |
## layer usage
metal	vias up	track usage	part of all wire
met5	-	0	0
met2	21	0.0709	0.47
li1	416	-	-
met1	360	0.0552	0.42
met4	0	0.00659	0.013
met3	2	0.0175	0.092
## logic make-up (layout without fill, tap and decap cells)
group | after synthesis | count (layout) | share of synthesized area
buffers and inverters | 7 | 49 | 0.0413
AND/OR/NAND/NOR | 40 | 40 | 0.224
multiplexers | 25 | 25 | 0.223
AND-OR/OR-AND | 2 | 2 | 0.0112
flip-flops | 28 | 28 | 0.500
## power by group through the flow
stage | registers (mW) | logic (mW) | clock network, mW
finish | 1.00 | 0.249 | 0.751
global route | 1.01 | 0.279 | 0.819
CTS | 1.01 | 0.260 | 0.777
## what timing repair did
action / 4_1_cts / 5_1_grt
pin swaps: 0 / 1
resized: 48 / 0
hold buffers: 0 / 0
setup buffers: 5 / 0
cloned: 0 / 0
setup endpoints to repair: 25 / 3
## final timing paths
check / from / end / slack [ns] / cells past startpoint
worst min register to register: B[0] / B[0] / 0.47 / 2
worst max-delay path: i_dato_Recv_valid / B[2] / 0.07 / 3
worst max register to register: state_reg[2] / B[2] / 0.25 / 2
worst min-delay path: B[0] / B[0] / 0.47 / 2
## metrics by stage
stage	total power, mW	hold slack, ns	instances	setup TNS [ns]	setup slack, ns
global placement	1.29	0.460	246	-4.41	-0.216
CTS	2.04	0.474	255	0	0.0266
detailed placement	1.29	0.464	246	-5.41	-0.261
finish	2.00	0.471	255	0	0.0693
floorplan	1.14	0.394	102	0	0.346
global route	2.11	0.487	255	0	0.000818
## final cells by class
| cell class | instances | share of cell area |
|---|---|---|
| flip-flops and latches | 28 | 0.341 |
| multi-input cells | 67 | 0.297 |
| repair buffers | 44 | 0.238 |
| well taps | 111 | 0.0803 |
| clock buffers | 3 | 0.0239 |
| clock inverters | 1 | 0.0174 |
| inverters | 1 | 0.00217 |
Power is estimated from default activity; no workload was simulated.
