**design.v**
```verilog
module ALU
  #(
    parameter N_BITS = 8,
    parameter N_LEDS  = 8
    )
   (
    output reg [N_LEDS - 1 : 0] o_res,
    input wire  [N_BITS - 1 : 0] i_A,
    input wire  [N_BITS - 1 : 0] i_B,
    input wire  [N_BITS  - 1 : 0] i_Op
    );
    localparam ADD  = 6'b100000;
    localparam SUB  = 6'b100010;
    localparam AND  = 6'b100100;
    localparam OR   = 6'b100101;
    localparam XOR  = 6'b100110;
    localparam SRA  = 6'b000011;
    localparam SRL  = 6'b000010;
    localparam NOR  = 6'b100111;
    always @(*) begin
        case(i_Op) 
        ADD: 
            o_res = (i_A + i_B);
        SUB: 
            o_res = (i_A - i_B);
        AND: 
            o_res = (i_A & i_B);
        OR: 
            o_res = (i_A | i_B); 
        XOR: 
            o_res = (i_A ^ i_B);
        SRA:  
            o_res = (i_A >>> i_B);
        SRL:  
            o_res = (i_A >> i_B);
        NOR: 
            o_res = ~(i_A | i_B);
        default:
            o_res = 0;
        endcase                 
    end
endmodule
```
**run.sh**
```bash
#!/bin/bash
# OpenROAD 26Q1-2900-gdf79404cd8, Yosys 0.63+post, stock flow scripts
make -C /OpenROAD-flow-scripts/flow DESIGN_CONFIG=/design/flow/config.mk WORK_HOME=/design/flow/orfs finish
```
**config.mk**
```make
export PLATFORM = sky130hd
export DESIGN_NAME = ALU
export DESIGN_NICKNAME = ALU
export VERILOG_FILES = /design/flow/design.v
export SDC_FILE = /design/flow/constraint.sdc
export NUM_CORES = 4
export LEC_CHECK = 1
export CORE_AREA = 10 10 107 107
export DIE_AREA = 0 0 117 117
```
**constraint.sdc**
```tcl
current_design ALU

set clk_period 6.8
set clk_io_pct 0.2

create_clock -name clk0 -period $clk_period

set non_clock_inputs [all_inputs -no_clocks]
set_input_delay [expr $clk_period * $clk_io_pct] -clock clk0 $non_clock_inputs
set_output_delay [expr $clk_period * $clk_io_pct] -clock clk0 [all_outputs]
```
==> summary.txt <==
run metrics: Worst IR Drop VDD 0.01290 mV, Hold Path Stages 4, Clk pwr share 0, largest net degree at the start of global routing 14, outcome complete, no violations, Worst slew margin 0.5041, pwr dens 56.00 nW/um2, critical path class input port to output port, # Cells Yosys 186, gpl congestion 0.9810, internal power 48.60 uW, final wirelength 4377 um, Final Max Tran Viols 0, gr usage total 0.06476, final-report setup violation count 0, DR vias/cell 4.393, chip area 13690 um2, vias in the first global route 1471, CP Launch Type input port, Slew @ Worst Pin 738.2 ps, Avg Inst Size Synth 7.400 um2, Required @ worst endpoint 5440 ps, Iter 0 DRT Violations 61, Tcrit/Tclk final 0.9067, unrepaired setup endpoints after global routing no, Yosys warning count 1, Distinct lib cells used 44, sequential share of the synthesized area 0, data arrival time of the critical path 4810 ps, Final WS setup 634.3 ps, Resized cells post-CTS 0, tool warnings 41, chip area in the Yosys report 1376 um2, HPWL Detailed 3740 um, I/O Pins 32, Area Growth Syn to Fin 31.82%, sequential cell area 0 um2, Sequential Power Share 0, HP Class input port to output port, logic gate share of total power 1.000, final hold vios 0, core area 9196 um2, gr ovfl total 0, min-delay src i_Op[5], CLK BUF 0, Fin Setup TNS 0 ps, antenna-violating nets left 0, WHS Endpoint o_res[0], Tmin final 6166 ps, initial antenna violation count 0, DRC 0, Initial DRT Pass Iterations 5, n_diodes 0, site row count 35, port bufs 32, number of fill cells 1018, Pleak 0.0007580 uW, Worst setup EP type output port, Place WS 625.8 ps, # Max-Cap Violations 0, Setup Fix Bufs, Post-CTS 0, Init Core Util 0.1497, wire per inst 13.43 um, switching share of total power 0.5216, hold buffers post-CTS 0, Synth Instances 186, Max FO, Critical Path 8, mapped cell area 1376 um2, Die Y-Extent 117 um, routed vias 1432, registers 0, Die X 117 um, Max Freq 162.2 MHz, switching power 53.00 uW, first-pass GRT wire length 7245 um, share of layout cells above drive strength 1 0.06047
==> critical path: stages <==
cell	delay, ps
clkdlybuf4s50_1	440
nor4_4	490
nand3_1	170
nor2_1	300
a31oi_1	90
xnor2_1	150
ha_1	330
o21ai_0	90
a21oi_1	250
o22ai_1	150
or4_1	410
nand3_1	90
clkdlybuf4s50_1	470
==> cell type report <==
cell class                      instances  area [um2]  area share
Inverter                               20       75.07     0.04138
Multi-Input combinational cell        159        1250      0.6890
Tap cell                              111       138.9     0.07655
Timing Repair Buffer                   36       350.3      0.1931
==> cells by family after synthesis <==
kind of cell             count (synthesis)  synth area share
adder cells (fa/ha/maj)                 25            0.2327
multiplexers                            13            0.1218
buffers and inverters                   27           0.09181
AND-OR/OR-AND                           50            0.2418
XOR/XNOR                                14           0.08909
AND/OR/NAND/NOR                         57            0.2227
==> how the worst max path moves through the flow <==
stage          end  depth (start not counted)     from
4_1_cts   o_res[7]                         13  i_Op[3]
5_1_grt   o_res[7]                         13  i_Op[3]
6_report  o_res[7]                         13  i_Op[3]
==> synthesized netlist by cell type (3+ instances only) <==
library cell  count  area share
nor2_1           17       0.046
a31oi_1           5       0.023
mux4_2            3       0.049
o211ai_1          3       0.016
nand2b_1          4       0.018
o21a_1            4       0.022
o21ai_0           7       0.025
nand3_1           6       0.022
nand2_1          12       0.033
nor3_1            7       0.025
mux2i_1          10       0.073
ha_1             24        0.22
inv_1            19       0.052
xnor2_1          12       0.076
a21oi_1          12       0.044
a211oi_1          5       0.027
==> cells in the final DEF, fill, tap and decap left out, types with 2 or more instances in the layout <==
cell	instances
clkdlybuf4s50_1	32
ha_1	24
inv_1	19
nor2_1	17
xnor2_1	12
a21oi_1	12
nand2_1	12
mux2i_1	10
o21ai_0	7
nor3_1	7
nand3_1	6
a31oi_1	5
a211oi_1	5
nand2b_1	4
o21a_1	4
buf_4	4
mux4_2	3
o211ai_1	3
o31ai_1	2
o32a_1	2
o22ai_1	2
xor2_1	2
or4_1	2
==> metrics by stage <==
stage,instances,hold slack (ps),util,total power (uW),area (um2)
after CTS,326,3880,0.1973,101.8,1814
after global placement,326,3863,0.1973,100.1,1814
after global routing,326,3950,0.1973,115.1,1814
final,326,3882,0.1973,101.6,1814
after floorplan,186,2812,-,66.93,1376
after detailed placement,326,3875,0.1973,101.4,1814
==> power groups by stage <==
stage	combinational (uW)	clock [uW]	sequential, uW
4_1_cts	102	0	0
5_1_grt	115	0	0
6_report	102	0	0
==> per-layer routing <==
| layer | track usage | wire, um | up-vias |
|---|---|---|---|
| met2 | 0.1200 | 2281 | 29 |
| met4 | 0.008237 | 31 | 0 |
| met1 | 0.08047 | 1895 | 661 |
| met3 | 0.006708 | 168 | 4 |
| met5 | 0 | 0 | - |
| li1 | - | - | 738 |
Power is estimated from default activity; no workload was simulated.
